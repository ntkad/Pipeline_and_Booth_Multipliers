[./config.mk]
export PLATFORM = sky130hd
export DESIGN_NAME = booth_mult_16bit
export DESIGN_NICKNAME = booth_mult_16bit
export VERILOG_FILES = /design/flow/design.v
export SDC_FILE = /design/flow/constraint.sdc
export NUM_CORES = 4
export LEC_CHECK = 1
export CORE_UTILIZATION = 40
[./constraint.sdc]
current_design booth_mult_16bit

set clk_period 8.0
set clk_io_pct 0.2

create_clock -name clk0 -period $clk_period [get_ports {clk}]

set non_clock_inputs [all_inputs -no_clocks]
set_input_delay [expr $clk_period * $clk_io_pct] -clock clk0 $non_clock_inputs
set_output_delay [expr $clk_period * $clk_io_pct] -clock clk0 [all_outputs]
[./design.v]
`timescale 1ns / 1ps
module booth_mult_16bit (
    input  wire         clk,        
    input  wire         rst_n,      
    input  wire         start,      
    input  wire [15:0]  a_in,       
    input  wire [15:0]  b_in,       
    output reg  [31:0]  p_out,      
    output reg          done    
);
    localparam S_IDLE = 2'b00;
    localparam S_CALC = 2'b01;
    localparam S_DONE = 2'b10;
    reg [1:0]   state;
    reg [4:0]   count;     
    reg [15:0]  m_reg;          
    reg [32:0]  shift_reg;      
    reg [15:0]  next_sum; 
    reg [1:0]   booth_bits;
    always @(posedge clk or negedge rst_n) begin
        if (!rst_n) begin
            state     <= S_IDLE;
            p_out     <= 0;
            done      <= 0;
            count     <= 0;
            shift_reg <= 0;
            m_reg     <= 0;
        end else begin
            case (state)
                S_IDLE: begin
                    done <= 0;
                    if (start) begin
                        p_out     <= 0;
                        m_reg     <= a_in;
                        shift_reg <= {16'd0, b_in, 1'b0}; 
                        count     <= 0;
                        state     <= S_CALC;
                    end
                end
                S_CALC: begin
                    booth_bits = shift_reg[1:0];
                    case (booth_bits)
                        2'b01 : next_sum = shift_reg[32:17] + m_reg;  
                        2'b10 : next_sum = shift_reg[32:17] - m_reg;  
                        default: next_sum = shift_reg[32:17];         
                    endcase
                    shift_reg <= {next_sum[15], next_sum, shift_reg[16:1]};
                    if (count == 15) begin
                        state <= S_DONE;
                    end else begin
                        count <= count + 1;
                    end
                end
                S_DONE: begin
                    p_out <= shift_reg[32:1]; 
                    done  <= 1;        
                    state <= S_IDLE;   
                end
                default: state <= S_IDLE;
            endcase
        end
    end
endmodule
[./run.sh]
#!/bin/bash
# OpenROAD 26Q1-2900-gdf79404cd8, Yosys 0.63+post, stock flow scripts
make -C /OpenROAD-flow-scripts/flow DESIGN_CONFIG=/design/flow/config.mk WORK_HOME=/design/flow/orfs finish
==> impl_metrics.yaml <==
# generated from flow reports
status:
  status: "finished clean"
logic_synthesis:
  post_synthesis_cell_area_um2: 4610
  cell_count_in_the_yosys_report: 436
  syn-instance-count: 436
  synth-area-yosys_um2: 4610
  yosysUniqueCellTypes: 52
  yosys_register_bits: 88
  synth_warnings: 1
  synth-seq-area-share_pct: 47.8
  synth_area_per_inst_um2: 10.6
  edf_count: 0
  share_of_async_settable_or_async_resettable_flops_after_synthesis_pct: 100
  ff_type: "sky130_fd_sc_hd__dfrtp_1"
setup_path:
  end_of_the_worst_register_to_register_path: "shift_reg[28]"
  crit_end: "p_out[14]"
  critical_path_peak_fanout: 19
  worst-endpoint-required_ns: 8.27
  crit_path_cell_trace: "clkdlybuf4s50_1 -> nand2_1 -> a21boi_2 -> buf_4 -> a22o_1"
  timing.reg2reg.setup_slack_ns: 4.68
  cp-end-kind: "register"
  critical_path.max_stage_delay_ns: 0.64
  worstPathArrival_ns: 3.79
  critPathKind: "in2reg"
  worst_r2r_path_cells: 12
  worstSetupStartpoint: "start"
  worst_r2r_src: "m_reg[5]"
  cp_max_stage_cell: "sky130_fd_sc_hd__a21boi_2"
  cp-start-kind: "input port"
cells_and_area:
  register_area_um2: 2200
  area_growth_syn_to_layout_pct: 23.8
  layout.area.comb_um2: 2270
  drive_gt1_share_pct: 9.96
  finalNonFillerCells: 642
  largest_register_ff_count: 32
  n_fill_cell: 978
pwr:
  leakagePower_nw: 2.59
  clkPwrFrac_pct: 14.6
  combinationalPowerShare_pct: 57.4
  cell_internal_pwr_mw: 1.60
  sw_frac_of_total_pct: 40.9
  power_density_nw_per_um2: 473
  seqPwrFrac_pct: 28.0
  vdd_ir_drop_max_uv: 219
  power_mw: 2.70
  total_switching_power_mw: 1.10
clock_tree:
  cts_inserted_buffers: 9
  clock_latency_ns: 0.33
  h-tree-depth: 3
  cts_resized: 0
  root_buffer: "sky130_fd_sc_hd__clkbuf_16"
  maximum_count_of_clock_buffers_along_a_single_path: 2
  cts_tree: "yes"
  cts.hold.buffers_added: 0
  postcts_setup_bufs: 0
  clkSinkCount: 88
  clk_pin_slew_ns: 0.06
drt:
  route.antenna.remaining_nets: 0
  detailedRoute.firstIterationViolations: 151
  detail_route.wl_per_cell_um: 14.8
  drt-vias-per-instance: 5.40
  drt_wl_total_um: 9490
  vias: 3468
  first_pass_iteration_count_of_the_detailed_router: 4
  drc: 0
  route.antenna.diode_count: 0
place:
  dp_hpwl_um: 6770
  gp_congestion: 0.875
  placed_cells: 626
  placement.io_buffers: 67
hold_path:
  holdCritPathClass: "reg2reg"
flow_run:
  max_cap_violations: 0
  warning_total_across_the_stage_logs: 25
floorplanning:
  floorplanUtilization_pct: 41.8
  core_region_area_um2: 11000
  die_width_um: 109
  placement_rows: 38
  num_io_pins: 68
  die_height_um: 109
  chip_area_um2: 12000
final_timing:
  final_period_minus_worst_setup_slack_ns: 3.52
  final_tally_of_hold_violations: 0
  grt_setup_unrepaired: "false"
  final-max-slew-violation-count: 0
  post_route_clock_skew_ns: 0.00719
  min_period_over_period_pct: 44.0
  setup-tns-final_ns: 0
  final-setup-viol-count: 0
  worst_slew_margin_rel_pct: 53.0
  achievable-frequency_ghz: 0.284
  timing_worst_slew_pin_value_ns: 0.704
global_route:
  grt_pass1_vias: 3269
  first_pass_grt_wire_length_um: 15800
  grt_max_degree: 51
  overflow: 0
  global_route.usage.total_pct: 17.2
  antenna_violations_before_repair: 0
-- power groups by stage --
stage / Clock, mW / Combinational [mW] / Sequential [mW]
after global routing: 0.428 / 1.76 / 0.780
after CTS: 0.409 / 1.56 / 0.756
final: 0.395 / 1.55 / 0.755
-- worst min-delay path by stage --
stage     slack (ns)  startpoint  cells after the start        to
4_1_cts         0.50        done                      1      done
5_1_grt         0.52    p_out[6]                      1  p_out[6]
6_report        0.50        done                      1      done
-- layout by cell type (no fill, tap or decap), drive strengths merged, types with 2 or more instances in the layout --
cell	netlist	layout
a31oi	3	3
a22o	40	40
a211oi	2	2
o32a	2	2
nor2b	3	3
mux2i	18	18
nor2	22	22
clkinvlp	0	2
ha	19	19
a21boi	2	2
xnor2	20	20
inv	16	17
o21ai	44	44
clkinv	0	2
a21o	5	5
a32oi	7	7
o21bai	2	2
buf	3	7
nand2b	5	5
nor4	3	3
a22oi	2	2
nor3	7	7
mux2	17	17
o211ai	3	3
dfrtp	87	87
or3	2	2
a21oi	21	21
xor2	7	7
clkbuf	20	11
nand4b	2	2
nand2	36	36
clkdlybuf4s50	0	66
and2	2	2
-- routing by layer --
| metal | share of wire [%] | vias to the layer above | track usage [%] |
|---|---|---|---|
| met5 | 0 | - | 0 |
| met3 | 6.0 | 7 | 4.17 |
| met4 | 1.1 | 0 | 2.10 |
| met1 | 48 | 1619 | 25.9 |
| li1 | - | 1726 | - |
| met2 | 45 | 116 | 27.0 |
-- worst max-delay path: cells and delay by family --
| kind | cells | cell delay [ns] |
|---|---|---|
| and+or+nand+nor | 1 | 0.55 |
| buffers and inverters | 2 | 0.82 |
| AOI/OAI and AO/OA | 2 | 0.81 |
-- synthesized netlist by cell type, types with 2 or more instances --
master | number | area, um^2
sky130_fd_sc_hd__o21bai_1 | 2 | 15.0
sky130_fd_sc_hd__o21ai_0 | 43 | 215
sky130_fd_sc_hd__nor3_1 | 7 | 35.0
sky130_fd_sc_hd__a31oi_1 | 3 | 18.8
sky130_fd_sc_hd__inv_1 | 16 | 60.1
sky130_fd_sc_hd__xnor2_1 | 20 | 175
sky130_fd_sc_hd__a211oi_1 | 2 | 15.0
sky130_fd_sc_hd__nand2_1 | 36 | 135
sky130_fd_sc_hd__nor4_1 | 3 | 18.8
sky130_fd_sc_hd__nor2b_1 | 3 | 18.8
sky130_fd_sc_hd__xor2_1 | 7 | 61.3
sky130_fd_sc_hd__nor2_1 | 22 | 82.6
sky130_fd_sc_hd__a22o_1 | 40 | 350
sky130_fd_sc_hd__a21o_1 | 4 | 30.0
sky130_fd_sc_hd__mux2i_1 | 18 | 180
sky130_fd_sc_hd__ha_1 | 19 | 238
sky130_fd_sc_hd__o211ai_2 | 2 | 25.0
sky130_fd_sc_hd__or3_1 | 2 | 12.5
sky130_fd_sc_hd__nand4b_1 | 2 | 17.5
sky130_fd_sc_hd__and2_1 | 2 | 12.5
sky130_fd_sc_hd__clkbuf_1 | 20 | 75.1
sky130_fd_sc_hd__mux2_2 | 17 | 191
sky130_fd_sc_hd__a32oi_1 | 7 | 61.3
sky130_fd_sc_hd__dfrtp_1 | 87 | 2180
sky130_fd_sc_hd__nand2b_1 | 5 | 31.3
sky130_fd_sc_hd__a22oi_1 | 2 | 15.0
sky130_fd_sc_hd__a21oi_1 | 20 | 100
-- cell type report --
type | count | area share, %
multi-input cells | 309 | 39.8
flip-flops and latches | 88 | 38.6
repair buffers | 73 | 12.5
clock buffers | 11 | 4.26
well taps | 140 | 3.07
inverters | 16 | 1.05
clock inverters | 5 | 0.702
-- stage by stage --
step | util [%] | instance area, um^2 | worst slack, ns | hold WS, ns
CTS | 51.7 | 5700 | 4.45 | 0.498
finish | 51.7 | 5700 | 4.48 | 0.495
detailed placement | 49.1 | 5420 | 4.10 | 0.483
global placement | 49.1 | 5420 | 4.12 | 0.470
global route | 51.7 | 5700 | 4.30 | 0.520
floorplan | - | 4610 | 5.10 | 0.430
-- kinds of logic (layout without fill, tap and decap cells) --
logic type / count (synthesis) / count (layout) / share of synthesized area [%]
AOI/OAI and AO/OA: 141 / 141 / 21.6
DFF: 88 / 88 / 47.8
and+or+nand+nor: 86 / 86 / 8.55
buffers and inverters: 39 / 105 / 3.29
muxes: 35 / 35 / 8.06
xor gates and xnor gates: 27 / 27 / 5.13
adders and majority gates: 20 / 20 / 5.59
No activity file was given, so power comes from the tool's default toggle rates.
