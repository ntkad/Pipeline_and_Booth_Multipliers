==> flow/design.v <==
`timescale 1ns / 1ps
module seq_mult_16bit (
    input  wire         clk,        
    input  wire         rst_n,      
    input  wire         start,      
    input  wire [15:0]  a_in,       
    input  wire [15:0]  b_in,       
    output reg  [31:0]  p_out,      
    output reg         done
);
    localparam S_IDLE = 2'b00;
    localparam S_CALC = 2'b01;
    localparam S_DONE = 2'b10;
    reg [1:0]   state;
    reg [4:0]   count;     
    reg [31:0]  shift_reg;      
    reg [15:0] a_reg;         
    reg        sign_p;   
    wire        a_is_neg;                                  
    wire        b_is_neg;                                  
    wire [15:0] a_abs;                                     
    wire [15:0] b_abs;                                     
    wire [16:0] sum_ext;
    assign a_is_neg = a_in[15];                       
    assign b_is_neg = b_in[15];                       
    assign a_abs    = a_is_neg ? -a_in : a_in;        
    assign b_abs    = b_is_neg ? -b_in : b_in;        
    assign sum_ext = {1'b0, shift_reg[31:16]} + {1'b0, a_reg};           
    always @(posedge clk or negedge rst_n) begin
        if (!rst_n) begin
            state     <= S_IDLE;
            p_out     <= 0;
            done      <= 0;
            count     <= 0;
            shift_reg <= 0;
            a_reg     <= 0;
            sign_p    <= 0;
        end else begin
            case (state)
                S_IDLE: begin
                    done <= 0;
                    if (start) begin
                        p_out     <= 0;       
                        a_reg     <= a_abs;
                        shift_reg <= {16'd0, b_abs};        
                        sign_p    <= a_is_neg ^ b_is_neg;    
                        count     <= 0;
                        state     <= S_CALC;
                    end
                end
                S_CALC: begin                                                              
                    if (shift_reg[0] == 1'b1) begin                                        
                        shift_reg <= { sum_ext, shift_reg[15:1] };                         
                    end else begin                                                         
                        shift_reg <= shift_reg >> 1;                                       
                    end
                    if (count == 15) begin
                        state <= S_DONE;
                    end else begin
                        count <= count + 1;
                    end
                end
                S_DONE: begin
                    p_out <= sign_p ? -shift_reg : shift_reg;
                    done  <= 1;        
                    state <= S_IDLE;   
                end
                default: state <= S_IDLE;
            endcase
        end
    end
endmodule
==> flow/run.sh <==
#!/bin/bash
# OpenROAD 26Q1-2900-gdf79404cd8, Yosys 0.63+post, stock flow scripts
make -C /OpenROAD-flow-scripts/flow DESIGN_CONFIG=/design/flow/config.mk WORK_HOME=/design/flow/orfs finish
==> flow/config.mk <==
export PLATFORM = sky130hd
export DESIGN_NAME = seq_mult_16bit
export DESIGN_NICKNAME = seq_mult_16bit
export VERILOG_FILES = /design/flow/design.v
export SDC_FILE = /design/flow/constraint.sdc
export NUM_CORES = 4
export LEC_CHECK = 1
export CORE_UTILIZATION = 40
==> flow/constraint.sdc <==
current_design seq_mult_16bit

set clk_period 7.9
set clk_io_pct 0.2

create_clock -name clk0 -period $clk_period [get_ports {clk}]

set non_clock_inputs [all_inputs -no_clocks]
set_input_delay [expr $clk_period * $clk_io_pct] -clock clk0 $non_clock_inputs
set_output_delay [expr $clk_period * $clk_io_pct] -clock clk0 [all_outputs]
==> run_results.csv <==
group,metric,value,unit
status,status,"finished, final reports clean",
setup_path,cp-startpoint,"b_in[7]",
setup_path,end_kind,"register",
cts,clockRootBuffer,"clkbuf_16",
cts,cts_sinks,90,
final_layout,syn_to_final_growth,20.21,%
yosys,yosysChipArea,5592,sq um
final_layout,post_route_cells_drive_above_1_share,0.05022,
sta,period_used_share,0.4364,
die,initCoreUtil,0.4156,
cts,cts_resized,0,
cts,clkTransAtPathRegs,0.06,ns
pwr,ir_drop,0.1817,mV
die,die-height,120.2,um
pwr,leakagePower,2.862,nW
route,post_drt_wl_per_cell,14.28,um
setup_path,required,8.13,ns
yosys,netlist-cell-type-count,55,
worst_hold_path,hp-start,"p_out[26]$_DFFE_PN0P_",
yosys,ys_sh_xor,0.1018,
yosys,syn-cell-area,5592,sq um
setup_path,critical_path_class,"input pin to register",
sta,relSlewSlack,0.4910,
placement,io_buffers,67,
sta,timing.setup.tns,0,ns
die,core-area,13450,sq um
yosys,yosysWarnings,1,
yosys,syn_area_per_cell,8.751,sq um
placement,place_congestion,0.8544,
pwr,power-per-cell-area,348.0,nW/um^2
yosys,compound_area_frac,0.2171,
final_layout,fin_area,6721,sq um
global_routing,grt_usage,0.1888,
yosys,synth_cells,639,
die,placementRows,42,
sta,fin_skew,0.007080,ns
cts,clk_path_buf_depth,2,
die,chipArea,14460,sq um
setup_path,crit_path_start_kind,"input pin",
setup_path,slowest_stage,"or4_1",
setup_path,critPathMaxStageDelay,0.59,ns
final_layout,regArea,2253,sq um
yosys,ys_ff,90,
sta,tightest_slew,0.7636,ns
yosys,synth_stat.cells,639,
route,drtPass1Iterations,4,
setup_path,r2r-start,"shift_reg[0]$_DFFE_PN0P_",
cts,hold_buffers,0,
final_layout,nFillCells,1291,
route,vias,4672,
setup_path,worstPathArrival,3.68,ns
yosys,fa_ha_area_frac,0.05057,
yosys,flop_cell,"dfrtp_1",
global_routing,antenna_found_initial,0,
setup_path,crit_chain,"clkdlybuf4s50_1, or4_1, nor4_1, a21boi_0, xor2_1, a221o_1",
global_routing,grt_pass1_vias,4342,
sta,finalMaxSlewViolations,0,
cts,clock_latency,0.34,ns
cts,tritoncts,"yes",
route,viasPerCell,5.352,
yosys,logic_family,"AND-OR/OR-AND gates",
setup_path,worstPathMaxFanout,4,
route,drc_errors,0,
worst_hold_path,hp-class,"register to register",
placement,place_area,6420,sq um
placement,dpl.hpwl,9.526,mm
run,maxCapViolCount,0,
yosys,ys_seq_share,0.4030,
route,detail-route-antenna-nets,0,
global_routing,grt_max_degree,61,
cts,cts_buffers,9,
route,first_iter_violations,269,
cts,post-cts-setup-buffers,0,
cts,htreeDepth,3,
run,log.warning_count,25,
final_layout,combGateArea,3173,sq um
sta,fin_crit,3.448,ns
route,antenna_cells,0,
global_routing,grt.overflow.total,0,
route,wirelength,12.47,mm
die,num_io_pins,68,
sta,clock.fmax,290.1,MHz
sta,rsz0062_at_grt,"no",
global_routing,grt_pass1_wl,21.43,mm
yosys,edf_count,0,
yosys,simple_gate_area_frac,0.1768,
sta,setup_violations,0,
die,die_w,120.2,um
yosys,synth_async_sr_flop_share,1.000,
sta,finalHoldViolCount,0,
yosys,mux_share,0.01991,
==> layout by cell type, fill, tap and decap left out, types with 3 or more instances in the layout <==
cell type,count
nand2_1,94
o21ai_0,93
dfrtp_1,89
clkdlybuf4s50_1,66
xor2_1,49
nor2_1,33
a21oi_1,32
ha_1,21
o31ai_1,19
inv_1,16
xnor2_1,16
nor3_1,11
nand3_1,11
or3_1,11
a22oi_1,11
mux2i_1,10
clkbuf_16,9
or4_1,8
o41ai_1,8
buf_4,7
nor2b_1,6
and3_1,4
nand2b_1,4
nor4_1,4
a21boi_0,4
o21bai_1,4
a31oi_1,4
or2_2,3
a21o_1,3
o211ai_1,3
o22ai_1,3
==> metal layers <==
metal | vias up | global-route usage | routed length [um]
li1 | 2415 | - | -
met1 | 2161 | 0.3059 | 6383
met2 | 92 | 0.2795 | 5427
met3 | 4 | 0.03854 | 560
met4 | 0 | 0.01620 | 95
met5 | - | 0 | 0
==> synth_stat cells, drive strengths merged (4+ instances only) <==
master	n	area, sq um
a21boi	5	37.54
a31oi	4	25.02
buf	4	15.01
nor3	11	55.05
dfrtp	89	2227
o21bai	4	30.03
clkbuf	26	97.59
nor2	33	123.9
and3	4	25.02
mux2i	10	100.1
nor4	4	25.02
nor2b	6	37.54
o41ai	8	70.07
or3	11	68.82
nand2b	4	25.02
inv	16	60.06
o31ai	19	142.6
a21oi	32	160.2
or4	9	71.32
nand2	94	352.8
o21ai	94	470.5
xor2	49	429.2
xnor2	16	140.1
a22oi	11	82.58
nand3	11	55.05
ha	21	262.8
==> logic make-up (layout without fill, tap and decap cells) <==
logic type,after synthesis,after routing
simple gates,204,204
compound gates,201,201
flops,90,90
xor+xnor,65,65
buf+inv,46,104
fa+ha+maj,22,22
mux,11,11
==> metrics by stage <==
stage                     setup slack, ns  utilization  total power (W)  hold slack, ns  instances
final                               4.452       0.4996         0.002339          0.4759        873
after global routing                4.312       0.4996         0.002559          0.5070        873
after CTS                           4.471       0.4996         0.002363          0.4835        873
after detailed placement            4.097       0.4772         0.001921          0.4699        858
after global placement              4.175       0.4772         0.001905          0.4636        858
after floorplan                     4.723            -         0.001530          0.4257        639
==> cell type report <==
type / instances / share of cell area
Clock buffer: 10 / 0.03555
Tap cell: 176 / 0.03276
Inverter: 16 / 0.008935
Clock inverter: 5 / 0.009308
Multi-Input combinational cell: 503 / 0.4721
Timing Repair Buffer: 73 / 0.1061
Sequential cell: 90 / 0.3353
==> where the power goes <==
| part | leakage [nW] | switching, W | internal (W) |
|---|---|---|---|
| Combinational | 1.58 | 0.000520 | 0.000504 |
| Sequential | 1.15 | 0.000229 | 0.000656 |
| Clock | 0.142 | 0.000176 | 0.000254 |
==> worst paths after layout <==
check	depth (start not counted)	end	slack, ns
max	6	shift_reg[13]$_DFFE_PN0P_	4.45
min in group asynchronous	1	shift_reg[13]$_DFFE_PN0P_	1.16
max in group asynchronous	2	p_out[30]$_DFFE_PN0P_	5.67
min reg2reg	2	p_out[26]$_DFFE_PN0P_	0.48
min	2	p_out[26]$_DFFE_PN0P_	0.48
max reg2reg	8	p_out[30]$_DFFE_PN0P_	4.97
==> critical path: cells and delay by family <==
| family | cells | cell delay (ns) |
|---|---|---|
| buffers and inverters | 1 | 0.47 |
| AOI/OAI and AO/OA | 2 | 0.50 |
| and+or+nand+nor | 2 | 0.95 |
| xor gates and xnor gates | 1 | 0.17 |
No activity file was given, so power comes from the tool's default toggle rates.
