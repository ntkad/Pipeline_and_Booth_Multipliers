File: /design/flow/run.sh
#!/bin/bash
# OpenROAD 26Q1-2900-gdf79404cd8, Yosys 0.63+post, stock flow scripts
make -C /OpenROAD-flow-scripts/flow DESIGN_CONFIG=/design/flow/config.mk WORK_HOME=/design/flow/orfs finish
File: /design/flow/config.mk
export PLATFORM = sky130hd
export DESIGN_NAME = mult_16bit
export DESIGN_NICKNAME = mult_16bit
export VERILOG_FILES = /design/flow/design.v
export SDC_FILE = /design/flow/constraint.sdc
export NUM_CORES = 4
export LEC_CHECK = 1
export CORE_UTILIZATION = 30
File: /design/flow/constraint.sdc
current_design mult_16bit

set clk_period 11.8
set clk_io_pct 0.2

create_clock -name clk0 -period $clk_period [get_ports {clk}]

set non_clock_inputs [all_inputs -no_clocks]
set_input_delay [expr $clk_period * $clk_io_pct] -clock clk0 $non_clock_inputs
set_output_delay [expr $clk_period * $clk_io_pct] -clock clk0 [all_outputs]
File: /design/flow/design.v
module mult_16bit (
    input wire clk,
    input wire rst_n,
    input wire signed [15:0] a,
    input wire signed [15:0] b,
    output reg signed [31:0] p  
);
    reg signed [15:0] a_reg;
    reg signed [15:0] b_reg;
    always @(posedge clk or negedge rst_n) begin
        if (!rst_n) begin
            a_reg <= 16'sd0;
            b_reg <= 16'sd0;
            p     <= 32'sd0;
        end else begin
            a_reg <= a;
            b_reg <= b;
            p <= a_reg * b_reg;
        end
    end
endmodule
==> ci_impl_report.md <==
## Implementation flow summary

| Metric | Value |
|---|---|
| Worst clock skew | `0.01282 ns` |
| CTS Hold Bufs | `0` |
| Status | `finished, final reports clean` |
| GPL Wtd Cong | `0.9136` |
| Data arrival, critical path | `6.67 ns` |
| CTS clk-pin slew, worst paths | `0.06 ns` |
| H-tree Lvls | `3` |
| Max reg flops | `32` |
| Ant diodes | `0` |
| Number of synthesized flops with an enable pin | `0` |
| Startpoint types | `register` |
| Sequential area share after synthesis | `14.04%` |
| Iter 0 DRT Violations | `216` |
| Top Ports | `66` |
| Root buffer cell | `clkbuf_16` |
| Drt first pass iters | `4` |
| Synth area leader | `fa_1` |
| IO buf count | `65` |
| Syn Inst Count | `1140` |
| Max stage delay on crit path | `0.81 ns` |
| Clk latency of the worst-skew pair | `0.36 ns` |
| Post-DR vias/cell | `4.329` |
| Final hold violation count | `0` |
| CP required | `12.03 ns` |
| Setup bufs post-CTS | `0` |
| Yosys stat area | `11410 um2` |
| Setup TNS | `0 ns` |
| Remaining global-route overflow | `0` |
| Post-synthesis cell area | `11410 um2` |
| Slew Viols, Final | `0` |
| Hold Crit Class | `reg2reg` |
| Layout area overhead | `13.06%` |
| Number of max-cap violations | `0` |
| Chip area | `38820 um2` |
| Tool Warnings | `25` |
| Final setup fails | `0` |
| First-pass GRT wire length | `44080 um` |
| CP startpoint | `b_reg[7]$_DFF_PN0_` |
| Top cells by count | `inv_1 (285), fa_1 (262), nand2_1 (132), and2_1 (123), ha_1 (82)` |
| Largest net degree at the start of global routing | `45` |
| Top area cell types | `fa_1 (46%), dfrtp_1 (14%), inv_1 (9.4%)` |
| Cell family with most CP delay | `adder cells` |
| Syn Area/Cell | `10.01 um2` |
| Yosys reg bits | `64` |
| Ys Warns | `1` |
| Bufs and invs on worst path | `5` |
| Fp_density | `30.37%` |
| Number of global-route vias before repair | `8442` |
| Top cell by count, worst path | `fa_1` |
| Initial antenna violation count | `0` |
| CP max-delay cell | `dfrtp_1` |
| Post-cts resize count | `0` |
| Max frequency | `0.1552 GHz` |
| CTS Buf Count | `9` |
| Final wirelength | `24970 um` |
| DR WL/cell | `14.70 um` |
| Combinational Area | `8607 um2` |
| Share of layout cells above drive strength 1 | `2.443%` |
| Yosys cell count | `1140` |
| Slew headroom | `50.83%` |
| CP Cell Sequence | `nand2_1 > fa_1 > inv_1 > fa_1 > inv_1 > fa_1 > inv_1 > fa_1 > fa_1 > inv_1 > fa_1 > inv_1 > ha_1 > a21oi_1 > o211ai_1 > a21oi_2 > a31oi_4 > nor4_2 > o31ai_2 > xor2_1` |
| Die X-Extent | `197.0 um` |
| Overall Global Routing Usage | `15.29%` |
| Synth top area share | `45.96%` |
| DIE HEIGHT | `197.0 um` |
| Clock sinks | `64` |
| Most common reg cell | `dfrtp_1` |
| Post-layout period usage | `54.62%` |
| # DRC | `0` |
| Hold path start | `b_reg[0]$_DFF_PN0_` |
| Critical path type | `reg2reg` |
| Detailed Place HPWL | `19950 um` |
| Clock Tree Buf Depth | `2` |
| FILL cells | `3737` |
| RSZ-0062 raised after global routing | `false` |
| Setup crit end kind | `register` |
| Synth top cell by count | `inv_1` |
| CTS tree | `built` |
| Unique cell types | `40` |
| Crit path max fanout | `16` |
| Post-detailed-route count of antenna-violating nets | `0` |
| Min Clock Period, post-route | `6.445 ns` |
| # rows | `71` |
| Worst r2r src | `b_reg[7]$_DFF_PN0_` |
| CORE AREA | `37580 um2` |
| Vias | `7351` |
| FF/Latch Area | `1602 um2` |
| Worst Tran Pin Value | `0.7376 ns` |
| Asr flop ratio synth | `100.0%` |
[cells by family (layout without fill, tap and decap cells)]
group	after synthesis	in the layout	synth area share, %
DFF	64	64	14.04
xor gates and xnor gates	37	37	2.840
and+or+nand+nor	299	299	13.00
AOI/OAI and AO/OA	75	75	4.540
buffers and inverters	320	367	10.54
muxes	1	1	0.08772
adders and majority gates	344	344	54.96
[per-stage QoR]
stage	hold WS, ns	instance area (um2)	util (%)	std cells	worst slack [ns]
global route	0.8912	12900	34.33	1698	4.831
detailed placement	0.8542	12570	33.46	1682	5.365
CTS	0.8658	12900	34.33	1698	5.343
floorplan	0.5216	11410	-	1140	6.124
finish	0.8634	12900	34.33	1698	5.355
global placement	0.8604	12570	33.46	1682	5.406
[cell type report]
type	count	area share, %
timing repair buffer	66	5.082
tap	511	4.956
sequential	64	12.41
clock buffer	9	1.746
multi-input combinational	756	66.72
inverter	285	8.292
clock inverter	7	0.7953
[placed cells by master, fill, tap and decap left out, types with 3 or more instances in the layout]
cell type / count
xnor2_1: 26
fa_1: 262
nand2_1: 132
and2_1: 123
o21ai_1: 4
nand2b_1: 6
ha_1: 82
inv_1: 285
clkdlybuf4s50_1: 64
xor2_1: 11
a211oi_1: 3
o21ai_0: 12
nor2_1: 23
dfrtp_1: 64
nand4_1: 4
a21o_1: 10
o21a_1: 4
o211ai_1: 3
a21oi_1: 22
nor3_1: 3
clkbuf_16: 9
[worst reg2reg max path: cells and delay by family (launching register included)]
family / cells / cell delay, ns
adder cells (fa/ha/maj): 7 / 3.39
AND-OR/OR-AND: 5 / 1.08
flip-flops: 1 / 0.81
AND/OR/NAND/NOR: 2 / 0.61
buffers and inverters: 5 / 0.28
XOR/XNOR: 1 / 0.15
[final timing paths]
check / end / slack, ns / depth (start not counted)
min reg2reg: p[0]$_DFF_PN0_ / 0.86 / 1
min: p[0]$_DFF_PN0_ / 0.86 / 1
max in group asynchronous: p[20]$_DFF_PN0_ / 9.00 / 2
max reg2reg: p[27]$_DFF_PN0_ / 5.35 / 20
min in group asynchronous: p[7]$_DFF_PN0_ / 1.90 / 1
max: p[27]$_DFF_PN0_ / 5.35 / 20
[metal layers]
layer | GRT usage (%) | up-vias | part of all wire [%]
li1 | - | 3403 | -
met1 | 20.87 | 3716 | 42
met2 | 23.98 | 205 | 48
met4 | 2.211 | 0 | 1.6
met5 | 0 | - | 0
met3 | 6.498 | 27 | 8.4
